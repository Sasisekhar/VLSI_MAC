<file path="flow/config.mk">
export PLATFORM = sky130hd
export DESIGN_NAME = seg7_display
export DESIGN_NICKNAME = seg7_display
export VERILOG_FILES = /design/flow/design.v
export SDC_FILE = /design/flow/constraint.sdc
export NUM_CORES = 4
export LEC_CHECK = 1
export CORE_AREA = 10 10 70 70
export DIE_AREA = 0 0 80 80
</file>
<file path="flow/constraint.sdc">
current_design seg7_display

set clk_period 2.3
set clk_io_pct 0.2

create_clock -name clk0 -period $clk_period

set non_clock_inputs [all_inputs -no_clocks]
set_input_delay [expr $clk_period * $clk_io_pct] -clock clk0 $non_clock_inputs
set_output_delay [expr $clk_period * $clk_io_pct] -clock clk0 [all_outputs]
</file>
<file path="flow/design.v">
module seg7_display(
    input rst,
    input wire [3:0] binary_in,   
    output reg [6:0] seg          
);
always @(binary_in) begin
    case (binary_in)
        4'b0000: seg <= 7'b0000001;  
        4'b0001: seg <= 7'b1001111;  
        4'b0010: seg <= 7'b0010010;  
        4'b0011: seg <= 7'b0000110;  
        4'b0100: seg <= 7'b1001100;  
        4'b0101: seg <= 7'b0100100;  
        4'b0110: seg <= 7'b0100000;  
        4'b0111: seg <= 7'b0001111;  
        4'b1000: seg <= 7'b0000000;  
        4'b1001: seg <= 7'b0000100;  
        4'b1010: seg <= 7'b0001000;  
        4'b1011: seg <= 7'b1100000;  
        4'b1100: seg <= 7'b0110001;  
        4'b1101: seg <= 7'b1000010;  
        4'b1110: seg <= 7'b0110000;  
        4'b1111: seg <= 7'b0111000;  
        default: seg <= 7'b0101010;  
    endcase
end
endmodule
</file>
<file path="flow/run.sh">
#!/bin/bash
# OpenROAD 26Q1-2900-gdf79404cd8, Yosys 0.63+post, stock flow scripts
make -C /OpenROAD-flow-scripts/flow DESIGN_CONFIG=/design/flow/config.mk WORK_HOME=/design/flow/orfs finish
</file>
==> summary.txt <==
flow finished, numbers: status=completed, Hold/Removal Path Class=input port to primary output, Die Y=80 µm, Yosys chip area=269 µm², final period utilization=0.978, Pre-Place Util=0.0788, Die Wd=80 µm, vias in the first global route=278, worst-path maximum fanout=9, WHS=1530 ps, HPWL after detailed placement=575 µm, first-pass GRT wire length=1100 µm, Hold Fails Final Rpt=0, critical path data arrival time=1790 ps, Yosys Instances=33, Vias=279, final setup fails=0, 1st-iter DRT viols=0, Power Dens Cells=153 mW/mm², Post-Route WL=653 µm, Post-synth area hogs=ha_1, mux2i_1, mux4_2, f_max=0.444 GHz, logic area=245 µm², CP endpoint kind=primary output, Synth Instances=33, post-synthesis cell area=269 µm², initial antenna violation count=0, Die ar.=0.00640 mm², yosys warning tally=1, Core Util, Final=0.139, most frequent cells in the layout=mux2i_1, ha_1, clkdlybuf4s50_1, Slew HR=0.879, Area after DPL=474 µm², largest area contributor in the netlist=ha_1, number of port buffers=11, Yosys top cell area share=0.326, worst slew pin tran=182 ps, drt pass-1 iters=1, Inserted Diodes=0, RSZ-0062 raised after global routing=no, Final Wtd Congestion=0.725, Layout fillers=392, post-synthesis sequential area ratio=0, Pins Over Slew Limit=0, residual DRC count=0, Req. time, crit path=1840 ps, DR vias/cell=2.94, # Post-CTS Setup Buffers=0, critical path class=input port to primary output, tool warnings=39, CP startpoint kind=input port, worst vdd ir=0.0182 mV, Tmin final=2250 ps, WL/cell=6.87 µm, Distinct lib cells used=13, clock buffers=0, GR Util All Layers=0.0190, grt ovf=0, I/O pin count=12, registers=0, Max-Cap Viols=0, ANT nets after route=0, Area Overhead vs Synth=76.3%, design area=474 µm², site row count=21, largest net degree at the start of global routing=11, leakage power total=0.228 nW, synthesized area per cell=8.15 µm², core area=0.00342 mm², layout cells sized above 1=0.265, register area=0 µm²
[metal layers]
layer,share of wire,vias up,global-route usage,wire [µm]
met2,0.44,8,0.0377,289
met5,0,-,0,0
li1,-,147,-,-
met3,0.11,0,0.00227,71
met4,0,0,0,0
met1,0.45,124,0.0219,291
[synth_stat cells]
cell type,instances
clkbuf_1,1
a32o_1,1
nand2_1,1
nand2b_1,2
mux2i_1,6
ha_1,7
o21ai_1,2
nor2_1,5
inv_1,3
o211ai_1,1
mux4_2,1
a21oi_1,2
buf_6,1
[final cells by class]
cell class / count / share of cell area
Tap cell: 46 / 0.121
Timing Repair Buffer: 18 / 0.338
Inverter: 3 / 0.0237
Multi-Input combinational cell: 28 / 0.517
[critical path, stage by stage]
cell and delay [ps]:
clkdlybuf4s50_1 520, buf_6 150, mux2i_1 180, clkdlybuf4s50_1 480
[per-stage QoR]
| step | setup WS, ps | instances | total power [mW] | TNS [ps] |
|---|---|---|---|---|
| 3_5_place_dp | -371 | 95 | 0.0760 | -1640 |
| 2_1_floorplan | 610 | 33 | 0.0312 | 0 |
| 5_1_grt | 1.45 | 95 | 0.0810 | 0 |
| 6_report | 49.9 | 95 | 0.0724 | 0 |
| 3_3_place_gp | -383 | 95 | 0.0753 | -1660 |
| 4_1_cts | 13.6 | 95 | 0.0743 | 0 |
[where the power goes]
part / internal [mW] / switching (mW)
clock: 0 / 0
sequential: 0 / 0
combinational: 0.0451 / 0.0273
[logic make-up (layout without fill, tap and decap cells)]
logic type	count (synthesis)	in the layout	synth area share
muxes	7	7	0.307
adders and majority gates	7	7	0.326
buffers and inverters	5	21	0.0977
and+or+nand+nor	8	8	0.130
AOI/OAI and AO/OA	6	6	0.140
[path summary, 6_finish.rpt]
kind                  cells past startpoint  slack (ps)     end          from
worst min-delay path                      6        1530  seg[6]  binary_in[1]
worst max-delay path                      4          50  seg[4]  binary_in[2]
[what timing repair did]
item                                    4_1_cts  5_1_grt
resized                                       8        6
hold buffers                                  0        0
endpoints found under the setup margin        7        6
pin swaps                                     0        1
No activity file was given, so power comes from the tool's default toggle rates.
