==> design/flow/design.v <==
`timescale 1ns / 1ps
module MAC(
    input clk,
    input rst,
    input en,
    input [7:0] B,
    input [7:0] C,
    output [15:0] A
    );
    wire [15:0] product;
    reg [15:0] accumulator;
    hardware_multiplier mult_0 (
        .a(B),
        .b(C),
        .clk(clk),
        .nreset(~rst),
        .r(product)
    );
    always @(posedge clk) begin
        if(rst) begin
            accumulator = 0;
        end
        else begin
            accumulator <= (en)? accumulator + product : accumulator;
        end
    end
    assign A = accumulator;
endmodule
module hardware_multiplier (
    input clk,                      
    input nreset,                   
    input [7:0] a,                  
    input [7:0] b,                  
    output reg [15:0] r             
);
    wire [15:0] partial_products[7:0];
    genvar i;
    generate
        for (i = 0; i < 8; i = i + 1) begin : gen_partial_products
            assign partial_products[i] = b[i] ? (a << i) : 0;
        end
    endgenerate
    wire [15:0] sum;
    wire carry;
    assign {carry, sum} = partial_products[0] + partial_products[1] + 
                          partial_products[2] + partial_products[3] + 
                          partial_products[4] + partial_products[5] + 
                          partial_products[6] + partial_products[7];
    always @(posedge clk or negedge nreset) begin
        if (!nreset) begin
            r <= 0;
        end
        else begin
            r <= sum;
        end
    end
endmodule
==> design/flow/run.sh <==
#!/bin/bash
# OpenROAD 26Q1-2900-gdf79404cd8, Yosys 0.63+post, stock flow scripts
make -C /OpenROAD-flow-scripts/flow DESIGN_CONFIG=/design/flow/config.mk WORK_HOME=/design/flow/orfs finish
==> design/flow/config.mk <==
export PLATFORM = sky130hd
export DESIGN_NAME = MAC
export DESIGN_NICKNAME = MAC
export VERILOG_FILES = /design/flow/design.v
export SDC_FILE = /design/flow/constraint.sdc
export NUM_CORES = 4
export LEC_CHECK = 1
export CORE_UTILIZATION = 50
==> design/flow/constraint.sdc <==
current_design MAC

set clk_period 8.8
set clk_io_pct 0.2

create_clock -name clk0 -period $clk_period [get_ports {clk}]

set non_clock_inputs [all_inputs -no_clocks]
set_input_delay [expr $clk_period * $clk_io_pct] -clock clk0 $non_clock_inputs
set_output_delay [expr $clk_period * $clk_io_pct] -clock clk0 [all_outputs]
==> CHANGELOG.md <==
### Physical design

* PD cells at around 250 nW/um^2
* CP Class: in -> reg
* Routed via count at about 2800
* Die area at about 8000 um^2
* Largest net degree at the start of global routing at 23
* DR vias/cell at 5.022
* Yosys Instances at slightly above 400
* Synth Cell Area at between 3000 and 4000 um^2
* DRT Wirelength at 6.717 mm
* Max-slew violations at 0
* Rows at 31
* DP HPWL at about 5.5 mm
* Floorplan utilization at 51.63%
* #FFs+latches synth at 32
* Clock sink count at 32
* CTS Buf Count at 5
* Critical Path Source Type: input pin
* Worst Hold Path EP: accumulator[1]
* Async set-reset flop share out of synthesis at 50.00%
* Die height at between 80 and 90 um
* Worst-path maximum fanout at 8
* Wire per inst at between 10 and 15 um
* Worst reg2reg path endpoint: accumulator[15]
* Seq/Total Area, Yosys at roughly a fifth
* H-tree depth at 2
* Util after Layout at 59.35%
* Synthesized area per cell at 8.997 um^2
* Hold-fix buffers, CTS at 0
* Pwr Total at ~1.1 mW
* Seq pwr share at between 20% and 30%
* Switching share of power at approximately 41%
* Number of synthesized flops with an enable pin at 0
* Hold Path Origin: accumulator[1]
* Cell Int Power at a little over 0.6 mW
* Worst Tran Pin Value at 0.7290 ns
* Slew headroom at 51.25%
* Most common cell in the netlist: inv_1
* Synth Warn # at 2
* Cell type with the largest total area: fa_1
* CP endpoint kind: flop
* VDD IR max at about 0.00012 V
* Top cells by count: inv_1, ha_1, nand2_1
* Endpoints failing setup at 0
* Setup Skew at 0.004627 ns
* Number of antenna repair diodes at 0
* RSZ-0062 raised after global routing: no
* Post-DRT Antenna Nets at 0
* Clk latency late pin at approximately 0.28 ns
* Post-route design area at between 4000 and 5000 um^2
* TritonCTS clock tree: built
* Status: completed
* CTS root buffer: clkbuf_8
* Hold Crit Class: reg -> reg
* Worst setup margin at roughly 1.0 ns
* Total GRT Usage at approximately a fifth
* Antenna violations before repair at 0
* 1st-iter DRT viols at 101
* Largest cells by area after synthesis: fa_1, ha_1, dfrtp_1
* Crit path DRT at 9.00 ns
* Combinational Power Share at 65.0%
* Max Cap Violations at 0
* Post-synth top area share at roughly a fifth
* Log Warnings at 25
* Final number of hold-violating endpoints at 0
* Vias in the first global route at approximately 2500
* Synthesized instance count at approximately 410
* Pre-Repair DR Iteration Count at 6
* Leakage at 2.121 nW
* First-pass GRT wire length at ~12 mm
* Hold depth at 2
* Dominant synthesized flop cell: dfxtp_1
* R2R cell count at 8
* FF-to-FF Start: mult_0.r[1]
* WHS at a little over 0.5 ns
* Clock transition at path regs at 0.06 ns
* Total negative slack at 0 ns
* Ratio of cells with drive above 1 in the final layout at 5.322%
* Unique cell types at 51
* Post-synth area from yosys stat at between 3000 and 4000 um^2
* Dpl cells at between 500 and 600
* Residual DRC count at 0
* Core Box Area at between 7000 and 8000 um^2
* Data arrival, critical path at ~8.0 ns
* Post-route clock period utilization at 88.17%
* # IOs at 35
* Switching power at between 0.4 and 0.5 mW
* Min Tclk post-route at approximately 7.8 ns
* Clock buffer depth at 2
* Fin cells at approximately 550
* Placed cell area at about 4200 um^2
* Clock Power Share at between 10% and 20%
* Fmax at between 100 and 150 MHz
* Chip width at 88.31 um
* Post-place setup slack at ~0.7 ns
* Area Overhead vs Synth at 14.95%
* Port-buffer cells at 34
* Post-CTS Setup Bufs at 0
* Post-CTS sizing at 0
* Worst R2R Setup Slack at roughly 6.4 ns
* GRT overflow at 0
* Placer Congestion at a little over 0.9
-- worst max-delay path by stage --
stage | cells past startpoint | end | from | slack [ns]
after CTS | 27 | mult_0.r[15] | B[1] | 1.0
after global routing | 27 | mult_0.r[15] | C[1] | 0.57
final | 27 | mult_0.r[15] | B[1] | 1.04
-- worst max-delay path, cell delays in order --
cell and delay (ns):
clkdlybuf4s50_1 0.59, and2_1 0.17, ha_1 0.16, inv_1 0.05
fa_1 0.39, nor2b_1 0.12, o21ai_0 0.10, a21boi_0 0.24
o21ai_0 0.10, nand2b_1 0.12, xor2_1 0.10, fa_1 0.54
inv_1 0.05, fa_1 0.52, inv_1 0.05, fa_1 0.53
inv_1 0.05, fa_1 0.58, inv_1 0.06, ha_1 0.28
a21o_1 0.19, a21oi_2 0.17, o21ai_1 0.10, or4_1 0.43
a31o_2 0.26, a21oi_2 0.14, xnor2_1 0.12
-- metal layers --
| metal | up-vias | wire (um) | GRT usage (%) |
|---|---|---|---|
| li1 | 1436 | - | - |
| met1 | 1274 | 3361 | 32.18 |
| met2 | 46 | 3108 | 31.68 |
| met3 | 6 | 179 | 1.703 |
| met4 | 0 | 68 | 1.906 |
| met5 | - | 0 | 0 |
-- logic make-up (layout without fill, tap and decap cells) --
logic type,after synthesis,in the layout,synth area share (%)
AND-OR/OR-AND,61,61,11.76
XOR/XNOR,22,22,5.173
adder cells (fa/ha/maj),84,84,35.27
buffers and inverters,68,105,6.953
flip-flops,32,32,19.35
multiplexers,12,12,3.292
AND/OR/NAND/NOR,135,135,18.21
-- placed cells by master (no fill, tap or decap), types with 7 or more instances in the layout --
cell and n:
inv_1 60, ha_1 49, nand2_1 41, and2_1 36, fa_1 35, clkdlybuf4s50_1 34, nor2_1 23, dfxtp_1 16
dfrtp_1 16, a21oi_1 14, xnor2_1 12, xor2_1 10, o21ai_0 10, mux2i_1 10, a21o_1 7
-- sequential cells by signal, summed over array words and instances, names as in the netlist --
name,cells
mult_0.r,16
accumulator,16
-- power groups by stage --
stage	Clock [mW]	Combinational [mW]	Sequential, mW
after CTS	0.141	0.693	0.235
after global routing	0.148	0.797	0.241
final	0.135	0.687	0.235
-- cell type report --
| class | instances | area [um^2] |
|---|---|---|
| inverter | 61 | 229.0 |
| clock inverter | 2 | 35.03 |
| multi-input combinational | 314 | 2745 |
| fill | 649 | 2933 |
| sequential | 32 | 720.7 |
| timing repair buffer | 36 | 355.3 |
| clock buffer | 6 | 72.57 |
| tap | 99 | 123.9 |
Power and IR drop assume default switching activity.
